[flow/design.v]
module ID_EX(
    input wire clk,
    input wire reinicio,
    input wire [31:0] pc_entrada,             
    input wire [31:0] registro1_entrada,       
    input wire [31:0] registro2_entrada,       
    input wire [31:0] extension_signo_entrada, 
    input wire [4:0] registro_destino_entrada, 
    output reg [31:0] pc_salida,
    output reg [31:0] registro1_salida,
    output reg [31:0] registro2_salida,
    output reg [31:0] extension_signo_salida,
    output reg [4:0] registro_destino_salida
);
    always @(posedge clk or posedge reinicio) begin
        if (reinicio) begin
            pc_salida <= 0;
            registro1_salida <= 0;
            registro2_salida <= 0;
            extension_signo_salida <= 0;
            registro_destino_salida <= 0;
        end else begin
            pc_salida <= pc_entrada;
            registro1_salida <= registro1_entrada;
            registro2_salida <= registro2_entrada;
            extension_signo_salida <= extension_signo_entrada;
            registro_destino_salida <= registro_destino_entrada;
        end
    end
endmodule
[flow/constraint.sdc]
current_design ID_EX

set clk_period 1.0
set clk_io_pct 0.2

create_clock -name clk0 -period $clk_period [get_ports {clk}]

set non_clock_inputs [all_inputs -no_clocks]
set_input_delay [expr $clk_period * $clk_io_pct] -clock clk0 $non_clock_inputs
set_output_delay [expr $clk_period * $clk_io_pct] -clock clk0 [all_outputs]
[flow/config.mk]
export PLATFORM = sky130hd
export DESIGN_NAME = ID_EX
export DESIGN_NICKNAME = ID_EX
export VERILOG_FILES = /design/flow/design.v
export SDC_FILE = /design/flow/constraint.sdc
export NUM_CORES = 4
export LEC_CHECK = 1
export CORE_AREA = 10 10 180 180
export DIE_AREA = 0 0 190 190
[flow/run.sh]
#!/bin/bash
# OpenROAD 26Q1-2900-gdf79404cd8, Yosys 0.63+post, stock flow scripts
make -C /OpenROAD-flow-scripts/flow DESIGN_CONFIG=/design/flow/config.mk WORK_HOME=/design/flow/orfs finish
==> flow_summary_export.csv <==
group,metric,value,unit
run_status,status,"finished with violations",
run_status,violations,"setup timing",
floorplanning,fp.coreArea,28600,µm²
setup_path,critPathKind,"reg -> out",
power,combPwrFrac,7.7,%
cts,cts.reportedPaths.clkPinSlew,0.06,ns
synthesis,yosysWarningCount,1,
sta,rsz0062_at_grt,"true",
placed_design,place_ws,-0.0196,ns
setup_path,cp.arrival,0.90,ns
sta,period_used_share,110,%
cts,post_cts_buffers,0,
finish,comb_cells,0,
floorplanning,fp_util,11.6,%
power,seq_power_share,45.6,%
setup_path,cp_slowest_stage_delay,0.37,ns
finish,nFillCells,3016,
sta,tightestPinTransition,0.185,ns
synthesis,synth_cell_type_count,2,
floorplanning,die_x,190,µm
finish,drive_gt1_share,39.8,%
grt,overflow,0,
route,vias,2246,
power,p_leak,2.97,nW
sta,holdWs,0.184,ns
run,cap_viol_max_count,0,
cts,clk_path_buf_depth,2,
power,internal-power,9.93,mW
power,ir_worst_vdd,764,µV
synthesis,yosysSeqAreaShare,99.9,%
setup_path,cp.required,0.80,ns
setup_path,start_kind,"flop",
cts,cts.sinks,133,
cts,htree_levels,4,
sta,hold_viol,0,
worst_hold_path,hp-class,"in -> async",
sta,period_minus_slack,1.10,ns
setup_path,crit_fanout,1,
grt,grt_pass1_vias,2592,
placed_design,place.gp.congestion,0.774,
setup_path,endpoint_kind,"primary output",
floorplanning,row_count,62,
power,p_per_area,1900,nW/µm²
floorplanning,ios,268,
setup_path,worstPathCellList,"buf_2",
sta,slew_headroom,87.7,%
finish,syn2layout_area_growth,97.4,%
floorplanning,die_h,190,µm
grt,grt_max_degree,24,
power,finalPower,12.5,mW
route,wl_per_cell,14.5,µm
setup_path,crit_buf_inv,1,
grt,antenna_found_initial,0,
finish,logic_area,0,µm²
synthesis,syn_area,3330,µm²
cts,cts_tree,"yes",
route,initialDrtViolationCount,50,
setup_path,crit_family,"flip-flops",
synthesis,synth_stat.cells,134,
route,viasPerCell,2.70,
placed_design,dp_cells,800,
finish,finalNonFillerCells,831,
sta,max_freq,911,MHz
synthesis,avgSynthCellArea,24.9,µm²
run,warnings,28,
cts,root_buffer,"clkbuf_16",
route,ant_nets,0,
route,drt-total-wl,12100,µm
power,swShare,20.7,%
synthesis,synth_cells,134,
power,pwr-share-clk,46.7,%
grt,grt_pass1_wl,17500,µm
setup_path,slowest_stage,"dfrtp_1",
placed_design,io_buffers,267,
route,first_pass_iters,3,
power,switchingPower,2.59,mW
grt,grtUsageTotal,6.54,%
sta,setup_slack,-0.0981,ns
sta,finalMaxSlewViolations,0,
sta,finalSetupViolations,133,
floorplanning,dieArea,36100,µm²
route,antenna_cells_inserted,0,
synthesis,yosys_area,3330,µm²
finish,regArea,3330,µm²
cts,cts_buffers,17,
route,drc_errors,0,
placed_design,dpl.hpwl,9850,µm
synthesis,ys_seq_elements,133,
final cells by class:
cell class	instances	area share [%]
well taps	384	7.31
clock inverters	9	1.20
inverters	1	0.114
repair buffers	282	33.6
clock buffers	22	7.21
flip-flops and latches	133	50.6
worst paths after layout:
path,from,end,cells past startpoint
worst min-delay path,reinicio,pc_salida[21],3
worst max-delay path,extension_signo_salida[6],extension_signo_salida[6],1
max in group asynchronous,reinicio,registro1_salida[4],4
min in group clk0,pc_entrada[15],pc_salida[15],1
Yosys cell counts:
library cell  count  area [µm²]
dfrtp_1         133        3330
inv_1             1        3.75
logic make-up after synthesis:
family	count (synthesis)	share of synthesized area (%)
DFF	133	99.9
buffers and inverters	1	0.113
flip-flops by register name, indices dropped and copies added (netlist names):
name and flops:
extension_signo_salida 32, pc_salida 32, registro1_salida 32, registro2_salida 32
registro_destino_salida 5
layout by cell type (no fill, tap or decap), drive strengths merged:
master         instances
buf                  148
bufinv                 1
clkbuf                22
clkdlybuf4s50        134
clkinv                 6
clkinvlp               3
dfrtp                133
per-stage QoR:
stage                     utilization (%)  TNS (ns)  cell area, µm²
after global routing                 23.0    -16.94            6580
after CTS                            23.0    -14.92            6580
after floorplan                         -   -113.21            3340
after detailed placement             23.4   -0.0487            6690
after global placement               23.4   -0.0512            6690
final                                23.0     -9.90            6580
per-layer routing:
layer | vias up | GRT usage, % | routed length (µm)
met1 | 1065 | 7.68 | 4660
met4 | 0 | 1.16 | 197
li1 | 1016 | - | -
met2 | 158 | 10.3 | 5740
met3 | 7 | 3.80 | 1470
met5 | - | 0 | 0
power by group through the flow:
stage,Clock (mW),Sequential (mW),Combinational (mW)
4_1_cts,6.12,5.71,1.01
5_1_grt,6.36,5.73,1.07
6_report,5.85,5.71,0.970
repair_timing:
item	CTS	global route
endpoints found under the setup margin	133	133
hold buffers	0	0
gates resized	435	0
No activity file was given, so power comes from the tool's default toggle rates.
