**flow/design.v**
```verilog
`timescale 1ns/1ns
module Banco_Registros(
    input regEscribir,              
    input [4:0] A,                  
    input [4:0] B,                 
    input [4:0] C,                 
    input [31:0] WE,                
    output [31:0] RE1,              
    output [31:0] RE2               
);
    reg [31:0] registros [31:0];
    assign RE1 = registros[A];
    assign RE2 = registros[B];
    always @* begin
        if (regEscribir)
            registros[C] = WE;
    end
endmodule
```
**flow/run.sh**
```bash
#!/bin/bash
# OpenROAD 26Q1-2900-gdf79404cd8, Yosys 0.63+post, stock flow scripts
make -C /OpenROAD-flow-scripts/flow DESIGN_CONFIG=/design/flow/config.mk WORK_HOME=/design/flow/orfs finish
```
**flow/config.mk**
```make
export PLATFORM = sky130hd
export DESIGN_NAME = Banco_Registros
export DESIGN_NICKNAME = Banco_Registros
export VERILOG_FILES = /design/flow/design.v
export SDC_FILE = /design/flow/constraint.sdc
export NUM_CORES = 4
export LEC_CHECK = 1
export CORE_UTILIZATION = 30
```
**flow/constraint.sdc**
```tcl
current_design Banco_Registros

set clk_period 13.5
set clk_io_pct 0.2

create_clock -name clk0 -period $clk_period

set non_clock_inputs [all_inputs -no_clocks]
set_input_delay [expr $clk_period * $clk_io_pct] -clock clk0 $non_clock_inputs
set_output_delay [expr $clk_period * $clk_io_pct] -clock clk0 [all_outputs]
```
==> impl_metrics.toml <==
# implementation run metrics
[final_timing]
slew_headroom = 0.198
setup_ws_ns = 3.43
report.final.slew_viol_count = 0
unclocked_regs = 1024
period_used_share = 0.746
period_needed_ns = 10.07
finalSetupViolCount = 0
setup-tns-final_ns = 0
rsz0062_at_grt = "false"
hold_viol = 0
fmax_mhz = 99.3
worstMarginPinSlew_ns = 1.20
worst_hold_slack_ns = 6.45
untimed_endpoints = 1024

[die]
boundaryPins = 112
dieArea_um2 = 100000
die_height_um = 317
num_rows = 115
fp.dieW_um = 317
initCoreUtil = 0.303
core_area_um2 = 98300

[detailed_routing]
first_pass_iters = 9
drt-wirelength-per-cell_um = 46.2
drt-initial-drc-count = 4850
drt_wl_total_mm = 211
avgViaCountPerCell = 7.34
drc_errors = 0
antenna_left = 0
num_vias = 33500

[synth]
ys_warn_count = 2
synthesis.area_um2 = 29700
edf_count = 0
yosys_cells = 3178
ff_type = "dlxtn_1"
synth.ff_latch_count = 1024
top_area_cell = "dlxtn_1"
synth_cell_types = 77
synth.area.top_cells = "dlxtn_1 (52%), a22oi_1 (17%), mux2i_1 (2.7%)"
avgSynthCellArea_um2 = 9.36
async_reset_ff_frac = 0
synth_cells = 3178
top_cell_area_share = 0.518
ys_area_um2 = 29700

[power_and_ir_drop]
power_switching_uw = 489
switching_share = 0.543
power_uw = 902
p_leak_nw = 13.8
p_int_uw = 413
power_density_nw_per_um2 = 27.4
ir_drop_v = 0.0000125

[worst_setup_path]
worstPathRequired_ns = 10.80
worstSetupEndpointType = "primary output"
crit_type = "in -> out"
crit_arrival_ns = 7.37
worstPathMaxFanout = 38
start_kind = "input pin"

[cells_and_area]
post-route-util = 0.335
largest_register_ffs = 1024
layout-drive-gt1-share = 0.107
area_growth_pct = 10.7
fin_area_um2 = 32900
final_common_cell = "dlxtn_1"
lay_top_cells = "dlxtn_1 (1,024), a22oi_1 (683), buf_4 (192), nand2_1 (165), nor2_1 (126)"
fin_cells = 4560

[place]
placed_area_um2 = 32900
hpwl_mm = 129
gp_congestion = 1.11
pre_cts_ws_ns = 3.81
place_inst = 4540
io_buffers = 112

[global_routing]
grt_max_degree = 41
grt_pass1_vias = 31900
antenna_found_initial = 28
overflow = 0
grt_pass1_wl_mm = 279
track_usage = 0.425

[job]
cap_violations = 0
tool_warnings = 32

[min_path]
worstHoldPathType = "in -> out"

[outcome]
status = "completed"

[clock_tree]
ctsResizeCount = 0
hold_buffers = 0
post-cts-setup-buffers = 0
## critical path: stages
cell             delay [ns]
buf_4                  0.51
buf_4                  0.66
or3b_1                 0.82
nor2_4                 0.89
buf_4                  0.49
a22o_1                 0.22
a221oi_1               0.05
and3_1                 0.26
a31oi_1                0.20
clkdlybuf4s50_1        0.49
## metal layers
layer  up-vias  global-route usage  wire length, um
li1      12400                   -                -
met1     15700               0.484            69500
met2      3966               0.553            79900
met3      1394               0.299            39800
met4        42               0.300            20700
met5         -              0.0313              588
## cells in the mapped netlist, types with 25 or more instances
cell      instances
nand2_1         199
mux2i_1          79
nand3_1          36
a222oi_1         25
a221oi_1         36
a22oi_1         683
a22o_1           56
dlxtn_1        1024
buf_4            43
nand4_1         112
a21oi_1          81
nor4_1           32
o21ai_0          41
nor2_2           31
clkbuf_1         34
a31oi_1          28
buf_2           137
nor3_1           54
nor2_1          141
## final cells by class
class                           instances  area (um2)
Antenna cell                           20        50.0
Tap cell                             1287        1610
Fill cell                           10000       65300
Inverter                                8        30.0
Timing Repair Buffer                  302        2500
Multi-Input combinational cell       1919       13400
Sequential cell                      1024       15400
## worst paths after layout
path,slack [ns],end,cells past startpoint,startpoint
setup / recovery,3.43,RE2[19],10,B[3]
hold / removal,6.45,RE1[13],5,A[1]
## cell families (layout without fill, tap and decap cells)
group | count (synthesis) | in the layout | share of synthesized area
AND-OR/OR-AND | 1080 | 1080 | 0.273
latches | 1024 | 1024 | 0.518
other | 0 | 20 | 0
multiplexers | 104 | 104 | 0.0366
buffers and inverters | 235 | 310 | 0.0439
AND/OR/NAND/NOR | 735 | 735 | 0.130
