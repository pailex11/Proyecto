**/design/flow/design.v**
```verilog
`timescale 1ns/1ns
module ALU(
    input [31:0] A,
    input [31:0] B,
    input [3:0] controlALU,
    output reg [31:0] resultadoALU,
    output cero
);
    assign cero = (resultadoALU == 0); 
    always @(*) begin
        case (controlALU)
            4'b0010: resultadoALU = A + B;          
            4'b0110: resultadoALU = A - B;         
            4'b0000: resultadoALU = A & B;          
            4'b0001: resultadoALU = A | B;         
            4'b0011: resultadoALU = A ^ B;         
            4'b1100: resultadoALU = ~(A | B);      
            4'b0111: resultadoALU = (A < B) ? 1 : 0; 
            default: resultadoALU = 0;
        endcase
    end
endmodule
```
**/design/flow/run.sh**
```bash
#!/bin/bash
# OpenROAD 26Q1-2900-gdf79404cd8, Yosys 0.63+post, stock flow scripts
make -C /OpenROAD-flow-scripts/flow DESIGN_CONFIG=/design/flow/config.mk WORK_HOME=/design/flow/orfs finish
```
**/design/flow/config.mk**
```make
export PLATFORM = sky130hd
export DESIGN_NAME = ALU
export DESIGN_NICKNAME = ALU
export VERILOG_FILES = /design/flow/design.v
export SDC_FILE = /design/flow/constraint.sdc
export NUM_CORES = 4
export LEC_CHECK = 1
export CORE_UTILIZATION = 50
```
**/design/flow/constraint.sdc**
```tcl
current_design ALU

set clk_period 17.3
set clk_io_pct 0.2

create_clock -name clk0 -period $clk_period

set non_clock_inputs [all_inputs -no_clocks]
set_input_delay [expr $clk_period * $clk_io_pct] -clock clk0 $non_clock_inputs
set_output_delay [expr $clk_period * $clk_io_pct] -clock clk0 [all_outputs]
```
==> commit_impl_results.txt <==
Log flow metrics for this revision

* Category of the worst setup path launch point: input pin
- The final layout report lists a filler cell count of 1031.
- The first routing iteration left 847 violations.
- The post-placement cell area is 7060 um2.
- Per the OpenROAD power report, switching power amounts to 0.134 mW.
- For this design the static power due to leakage is 3.10 nW.
- Per STA, the worst path is made up of clkdlybuf4s50_1, inv_1, ha_1, nand4_1, nor3_1, o211ai_1, a21oi_1, o21ba_2, o211ai_1, or3b_2, nand4b_1, nor4_1, nand4b_1, nor4_2, clkdlybuf4s50_1.
- Yosys mapped the design onto 81 distinct sky130hd cell types.
- Area of the core region: 11500 um2
- The most critical min-delay path falls under input pin to output pin.
* Die height: 111 um
* Chip area: 12400 um2
* Result of the run: finished, final reports clean
- Number of slew-limit violations in the final report: 0
- Slew at the pin closest to its max-slew limit: 0.799 ns
- Critical path type: input pin to output pin
- In the placement report, post-DP HPWL is listed as 18100 um.
- In this run the worst path has a maximum fanout of 15.
* Maximum achievable frequency: 82.7 MHz
* Ratio of total power to cell area: 32.3 nW/um2
* Part of the total power dissipated in combinational logic: 1.000
- MaxCap Viol Count: 0
- Cell taking the most area after synthesis: ha_1
- Data on the critical path is required at its endpoint by 13.84 ns.
- Total global routing track utilization: 0.380
- Hold bufs inserted after CTS: 0
* Total cells reported by yosys after synthesis: 918
* Endpoint kind of the worst setup timing path: output pin
- Die Wd: 111 um
- The routed design has 23600 um of wire.
- Netlist area before placement: 5960 um2
* Time the worst path needs with I/O delays and setup: 12.10 ns
* Arrival time reported for the critical path endpoint: 8.64 ns
* Drt drc: 0
- Sw frac: 0.586
- Top cells by area in the synthesized netlist: ha_1 21%, a21oi_1 6.6%, inv_1 6.0%
- Post-CTS timing repair inserted 0 buffers for setup.
* Setup TNS: 0 ns
- Worst ir drop on vdd: 0.0188 mV
- Antenna cells: 0
- Input and output buffers added on the ports amount to 101.
* DR WL/cell: 21.0 um
- In this run the layout overhead on the synthesized area is reported as 18.5%.
* Placer's final routability congestion estimate: 1.04
- Setup repair after global routing left no endpoint under its margin.
* Quantity of gates resized following cts: 0
- The slowest stage of the critical path belongs to the cell a21oi_1.
- Of the cells placed in the final design, the portion with a size suffix greater than 1 is 0.0378.
- The via count of the first global-routing pass was 6734.
- The first global-routing pass estimated 37000 um of wire.
* Area share of the leading cell type in the synthesized netlist: 0.212
- Among all stages on the critical path, the maximum delay recorded is 0.71 ns.
- Per the post-synthesis report, the number of cells in the design is 918.
- Largest net degree at the start of global routing: 38
- For reference, the post-synthesis area per instance comes to 6.49 um2.
- Tally of OpenROAD warnings: 102
- Total number of yosys warnings: 1
- Portion of total power attributed to sequential cells: 0
- For this run, the register share of the synthesized area comes to 0.
- Slew HR: 0.467
- The first TritonRoute pass finished after 22 iterations.
- After layout, the clock buffer instance count stands at 0.
- Clock network power share: 0
* Fp util: 0.517
* Residual antenna-violating net count after detailed routing: 0
- The design has 0 sequential cells.
* Chip Area, Yosys: 5960 um2
* Number of core rows: 39
* Routed vias: 7469
- Total global routing overflow: 0
- The number of antenna violations at the first check in global routing came to 0.
* Sequential cell area: 0 um2
- The script logs the ratio of routed vias to standard cells as 6.66.
- The final timing summary puts the cycle share of the worst path at 0.699.
- # setup viols final: 0
- Final-report hold violation count: 0
- Internal power: 0.0944 mW
- Summed area of non-filler cells in the final layout: 7060 um2
* Count of pins on the block boundary: 101
worst max-delay path, delay by kind of cell:
kind | cells | cell delay, ns
AND-OR/OR-AND | 4 | 1.39
adder cells (fa/ha/maj) | 1 | 0.60
buffers and inverters | 3 | 1.04
AND/OR/NAND/NOR | 7 | 2.12
cells by family (layout without fill, tap and decap cells):
logic type	count (synthesis)	in the layout	synth area share
buffers and inverters	153	214	0.101
AND-OR/OR-AND	354	354	0.406
multiplexers	10	10	0.0170
AND/OR/NAND/NOR	292	292	0.248
XOR/XNOR	6	6	0.00882
adder cells (fa/ha/maj)	103	103	0.219
cell type report:
class,count,area (um2),area share
Inverter,97,364,0.0516
Tap cell,143,179,0.0253
Timing Repair Buffer,117,1130,0.160
Multi-Input combinational cell,765,5390,0.763
cells in the final DEF (no fill, tap or decap), types with 5 or more instances in the layout:
cell type          n
a211o_1           10
nor3_1            23
inv_1             96
xnor2_1            5
nand4_1           12
clkdlybuf4s50_1  101
a211oi_1          17
a221oi_1           9
ha_1             101
buf_4             16
o31a_1             6
mux2i_1            9
nor2_1            81
o21a_1             7
a2111oi_0          5
o31ai_1           16
and3_1             5
a22oi_1           16
o211ai_1          20
a221o_1            9
nand2b_1          11
nand3_1           19
nor4_1            16
o21bai_1          14
a21oi_1           78
o221ai_1           6
or3_1              6
nor2b_1           16
a31oi_1           12
nand2_1           69
o22ai_1           11
o21ai_0           60
a21o_1            14
final timing paths:
check,from,to,cells past startpoint
max,A[8],cero,15
min,controlALU[1],resultadoALU[2],4
power by group through the flow:
| stage | clock [mW] | combinational, mW | sequential [mW] |
|---|---|---|---|
| final | 0 | 0.228 | 0 |
| after global routing | 0 | 0.248 | 0 |
| after CTS | 0 | 0.223 | 0 |
per-stage QoR:
step / util / instances / total power, mW / hold WS, ns / setup WS [ns]
4_1_cts: 0.613 / 1122 / 0.223 / 8.20 / 5.23
3_5_place_dp: 0.613 / 1122 / 0.221 / 8.19 / 5.23
5_1_grt: 0.613 / 1122 / 0.248 / 8.26 / 4.89
2_1_floorplan: - / 918 / 0.137 / 7.10 / 7.22
3_3_place_gp: 0.613 / 1122 / 0.220 / 8.18 / 5.24
6_report: 0.613 / 1122 / 0.228 / 8.21 / 5.20
cells in the mapped netlist (all sizes together) (10+ instances only):
master / n
a21oi: 78
nor3: 25
nor2: 81
nor2b: 17
nand2b: 11
buf: 10
o21bai: 14
o211ai: 20
o22ai: 11
o21ai: 63
nand2: 69
nand3: 19
nor4: 18
a211o: 10
clkbuf: 46
o31ai: 16
a31oi: 12
a22oi: 16
nand4: 12
inv: 97
a21o: 14
a211oi: 17
ha: 101
routing by layer:
metal,part of all wire,GRT usage
met1,0.42,0.541
met2,0.43,0.591
met3,0.12,0.0725
met4,0.034,0.0865
met5,0,0
Power is estimated from default activity; no workload was simulated.
